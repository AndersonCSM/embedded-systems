### flow/design.v
module blink(
	input logic clk,
	output logic led
);
	logic clk_out;  
	div_clock div(.clk(clk), .clk_out(clk_out));  
	always @(posedge clk_out) begin  
		led <= ~led;
	end
endmodule
module div_clock(
input logic clk,
output logic clk_out);
logic [25:0] counter;  
    always_ff @(posedge clk) begin
        if (counter == 25_000_000) begin  
            counter <= 0;
            clk_out <= ~clk_out;
        end else
            counter <= counter + 1;
    end
endmodule
### flow/run.sh
#!/bin/bash
# OpenROAD 26Q1-2900-gdf79404cd8, Yosys 0.63+post, stock flow scripts
make -C /OpenROAD-flow-scripts/flow DESIGN_CONFIG=/design/flow/config.mk WORK_HOME=/design/flow/orfs finish
### flow/config.mk
export PLATFORM = sky130hd
export DESIGN_NAME = blink
export DESIGN_NICKNAME = blink
export VERILOG_FILES = /design/flow/design.v
export SDC_FILE = /design/flow/constraint.sdc
export NUM_CORES = 4
export LEC_CHECK = 1
export CORE_AREA = 10 10 97 97
export DIE_AREA = 0 0 107 107
### flow/constraint.sdc
current_design blink

set clk_period 5.7
set clk_io_pct 0.2

create_clock -name clk0 -period $clk_period [get_ports {clk}]

set non_clock_inputs [all_inputs -no_clocks]
set_input_delay [expr $clk_period * $clk_io_pct] -clock clk0 $non_clock_inputs
set_output_delay [expr $clk_period * $clk_io_pct] -clock clk0 [all_outputs]
==> notes.md <==
yosys + openroad results -> GPL Wtd Cong=0.851, worst hold path stage count=1, Clock Skew=0.00274 ns, area grow syn2layout=12.8%, dominant cell type by area after synthesis=dfxtp_1, hold slack=0.464 ns, count of tool warnings=26, leakage=0.452 nW, Slew @ Worst Pin=roughly 0.76 ns, Resized cells post-CTS=0, DIE AREA=11400 µm², # fillers=843, DR WL/cell=9.29 µm, Via Count=approximately 940, core area=7290 µm², layout cell share with drive strength beyond 1=0.0584, final hold violations=0, clock latency on the worst-skew pair=0.27 ns, cells in synth_stat.txt=136, endpoints left unconstrained=2, Max Buffers Root-to-Sink=2, initial antenna violation count=0, CTS tree=yes, R2R Path End=div.clk_out, Logic area=647 µm², Area after DPL=1380 µm², count of unclocked register or latch pins=1, htree depth=1, largest net degree at the start of global routing=15, async set-reset flop share out of synthesis=0, Final TNS setup=0 ns, min cycle time layout=about 2.1 ns, CP Class=flop to flop, Reg-to-Reg Start=div.counter[0], antenna-violating nets left=0, number of global-route vias before repair=a little under 900, Cell Area, Synth=between 1000 and 1500 µm², status=finished clean, crit path launch type=flop, clock-pin transition on the worst setup and hold timing paths=0.09 ns, YS chip area=between 1000 and 1500 µm², hold path startpoint=div.counter[21], Total Power=294 µW, first-pass GRT wire length=4030 µm, CP Capture Type=flop, final std cell area, no fill=1420 µm², Seq. cell area=571 µm², min-delay worst type=flop to flop, RSZ-0062 raised after global routing=no, FP Core Util=0.173, syn_area_per_cell=between 9 and 10 µm², Vias/cell=3.99, diode count=0, register share after synthesis=0.452, Post-DP HPWL=about 1600 µm, Rel. slew slack=0.492, crit path DRT=5.61 ns, Routed WL=2190 µm, Final Max Slew Viols=0, PwrDens=207 nW/µm², io pins=2, Worst Hold Path EP=div.counter[21], Residual DRC=0, Synth Instances=136, grt ovf=0, Dominant flop cell=dfxtp_1, Root Buffer=clkbuf_8, Die Width=~110 µm, num rows=31, R2R setup slack=3.59 ns, Tot GR Track Use=0.0405, Finish-stage setup viols=0, Synth area leaders=dfxtp_1 43%, xnor2_1 8.3%, nand4_1 5.0%, nand3_1 4.0%, nor2_1 3.9%, crit-path max FO=11, maximum vdd drop=0.106 mV, yosys warns=2, post-CTS setup buffers=0, Max-area cell share=0.429, Synth cell types=32, DRT Pass-1 Iters=4, Core Util, Final=0.195, crit path DAT=2.01 ns, reg2reg path depth=5, CTS buffer count=3, Flops after synth=28, Initial DRC Count=just over 60, CTS hold repair buffers=0, fmax=about 470 MHz, # port buffers=1, fin crit share=0.370, Max Cap Viol=0, Die Ht=between 100 and 150 µm, Post-synth EDFFs=1
==> worst max path at each step <==
stage | slack (ns) | start | cells past startpoint | to
global route | 3.38 | div.counter[0] | 5 | div.clk_out
CTS | 3.60 | div.counter[0] | 5 | div.clk_out
finish | 3.59 | div.counter[0] | 5 | div.clk_out
==> flip-flops by register name, indices dropped and copies added, names as in the netlist <==
register / count
div.counter: 26
led: 1
div.clk_out: 1
==> per-layer routing <==
layer / GRT usage / part of all wire / vias to the layer above
met1: 0.0577 / 0.51 / 428
met3: 0.0121 / 0.063 / 2
met4: 0.00387 / 0.0059 / 0
met2: 0.0615 / 0.42 / 24
li1: - / - / 487
met5: 0 / 0 / -
==> critical path, stage by stage (launching register included) <==
cell and delay, ns:
dfxtp_1 0.35, inv_1 0.06, ha_1 0.13, nor4bb_1 0.34
nand3_1 0.23, nor2_1 0.64
==> through the flow <==
stage               setup slack (ns)  instances
CTS                             3.60        236
finish                          3.59        236
floorplan                       3.95        136
global route                    3.38        236
global placement                3.66        232
detailed placement              3.62        232
==> cell families after synthesis <==
| logic type | after synthesis | share of synthesized area |
|---|---|---|
| and+or+nand+nor | 65 | 0.298 |
| buffers and inverters | 11 | 0.0347 |
| xor gates and xnor gates | 17 | 0.118 |
| AOI/OAI and AO/OA | 8 | 0.0367 |
| DFF | 28 | 0.452 |
| muxes | 5 | 0.0407 |
| adders and majority gates | 2 | 0.0198 |
==> placed cells by master, fill, tap and decap left out, types with 2 or more instances in the layout <==
cell type / netlist / layout
nor2_1: 13 / 13
nor3_1: 5 / 5
or3_1: 2 / 2
mux2i_1: 4 / 4
dfxtp_1: 27 / 27
o22ai_1: 2 / 2
nand4_1: 10 / 10
ha_1: 2 / 2
nor4_1: 5 / 5
clkbuf_8: 0 / 3
o21ai_0: 4 / 4
nand2_1: 5 / 5
inv_1: 7 / 7
xor2_1: 5 / 5
xnor2_1: 12 / 12
and3_1: 5 / 5
nor4b_1: 2 / 2
nand3_1: 10 / 10
==> synthesized netlist by cell type, types with 2 or more instances <==
cell type / number
nand4_1: 10
xnor2_1: 12
nor4_1: 5
nor3_1: 5
o21ai_0: 4
buf_2: 2
nor4b_1: 2
and3_1: 5
xor2_1: 5
or3_1: 2
ha_1: 2
nand2_1: 5
nand3_1: 10
mux2i_1: 4
o22ai_1: 2
inv_1: 7
nor2_1: 13
dfxtp_1: 27
==> layout make-up <==
type,count,area share
Inverter,7,0.0185
Multi-Input combinational cell,97,0.455
Timing Repair Buffer,1,0.00704
Sequential cell,28,0.401
Clock buffer,4,0.0317
Tap cell,99,0.0871
==> where the power goes <==
part           switching, mW  internal, mW   total (mW)  leakage [nW]
registers                  0         0.189        0.189         0.229
logic                      0             0  0.000000201         0.201
clock network         0.0546        0.0500        0.105        0.0228
Power figures rest on the tool's default switching activity, not on a simulated workload.
