**/design/flow/run.sh**
```bash
#!/bin/bash
# OpenROAD 26Q1-2900-gdf79404cd8, Yosys 0.63+post, stock flow scripts
make -C /OpenROAD-flow-scripts/flow DESIGN_CONFIG=/design/flow/config.mk WORK_HOME=/design/flow/orfs finish
```
**/design/flow/config.mk**
```make
export PLATFORM = sky130hd
export DESIGN_NAME = QuadroAlerta
export DESIGN_NICKNAME = QuadroAlerta
export VERILOG_FILES = /design/flow/design.v
export SDC_FILE = /design/flow/constraint.sdc
export NUM_CORES = 4
export LEC_CHECK = 1
export CORE_UTILIZATION = 30
```
**/design/flow/constraint.sdc**
```tcl
current_design QuadroAlerta

set clk_period 4.1
set clk_io_pct 0.2

create_clock -name clk0 -period $clk_period [get_ports {clk}]

set non_clock_inputs [all_inputs -no_clocks]
set_input_delay [expr $clk_period * $clk_io_pct] -clock clk0 $non_clock_inputs
set_output_delay [expr $clk_period * $clk_io_pct] -clock clk0 [all_outputs]
```
**/design/flow/design.v**
```verilog
module QuadroAlerta(
    input logic b1, b2, clk,
    output logic l, l_n1, l_n2, l_n3, l_n4
);
wire logic clk_slow, add, clr, al, b1_out, b2_out;
div_clock clk_low(.clk(clk), .clk_out(clk_slow));
deboucing dbc1(.pb(b1), .clk(clk_slow), .pb_out(b1_out));
deboucing dbc2(.pb(b2), .clk(clk_slow), .pb_out(b2_out));
datapath dt(.add(add), .clr(clr), .clk(clk_slow), .al(al));
controller ctrl(.b1(b1_out), .b2(b2_out), .al(al), .clk(clk_slow), .l(l), .add(add), .clr(clr), .l_n1(l_n1), .l_n2(l_n2), .l_n3(l_n3), .l_n4(l_n4));
endmodule
module comparator(
    input logic [1:0] a, b,  
    output logic eq,         
    output logic gt,         
    output logic lt          
);
    always_comb begin  
        eq = (a == b);  
        gt = (a > b);   
        lt = (a < b);   
    end
endmodule
module controller(
input logic b1, b2, al, clk,
output logic l, add, clr, l_n1, l_n2, l_n3, l_n4
);
typedef enum logic [1:0]{
    INI = 2'b00,
    W = 2'b01,
    I = 2'b10,
    E = 2'b11
  } state;
state atual = INI;
state proximo_estado;
always_ff @(posedge clk) begin
    atual <= proximo_estado;
end
always_comb begin
    add = 1'b0;
    clr = 1'b0;
    l   = 1'b0;
    l_n1 = 1'b0;
    l_n2 = 1'b0;
    l_n3 = 1'b0;
    l_n4 = 1'b0;
    proximo_estado = atual;  
    case (atual)
        INI :
        begin
            l_n1 = 1'b1;
            clr  = 1'b1;
            proximo_estado = W;
        end
        W :
        begin
            l_n2 = 1'b1;
            if (al) begin
                proximo_estado = E;         
            end
            else if (b1) begin
                proximo_estado = I;
            end
        end 
        I :
        begin
            l_n3 = 1'b1;
            add  = 1'b1;
            proximo_estado = W;
        end    
        E :
        begin
            l_n4 = 1'b1;
            l    = 1'b1;
            if (b2) begin
                proximo_estado = INI;
            end
        end  
    endcase
end
endmodule
module datapath(
input logic add, clr, clk,
output logic al);
wire logic eq_out, lt, gt;
reg [1:0] c = 0;
comparator comp(.a(c),.b(2'b10), .eq(eq_out), .lt(lt), .gt(gt));
always @(posedge clk)begin
    if (add) begin
        c <= c + 1;
    end
    if (clr) begin
        c <= 0;
    end
end
assign al = eq_out;
endmodule
module deboucing(
    input logic pb, clk,
    output logic pb_out
);
    localparam int DEBOUNCE_CYCLES = 2;
    logic [1:0] counter;     
    logic debounced_state;  
    logic last_debounced_state;
    always_ff @(posedge clk) begin
    last_debounced_state <= debounced_state;
    if (pb == debounced_state) begin
        counter <= 0;
    end
    else begin
        counter <= counter + 1;
        if (counter >= DEBOUNCE_CYCLES) begin
            debounced_state <= pb;
            counter <= 0;
        end
    end
end
    assign pb_out = debounced_state & ~last_debounced_state;
endmodule
module div_clock(
input logic clk,
output logic clk_out);
logic [25:0] counter;  
    always_ff @(posedge clk) begin
        if (counter == 25_000_000) begin  
            counter <= 0;
            clk_out <= ~clk_out;
        end else
            counter <= counter + 1;
    end
endmodule
```
==> results.env <==
CELLS_IN_SYNTH_STAT_TXT=173
PEAKVDDDROP_uV=126
FINALINSTANCEAREA_UM2=1850
HPWL_UM=1810
FIN_CLK_SKEW_NS=0.00663
SYNTH.LARGEST_AREA_CELL='sky130_fd_sc_hd__dfxtp_1'
CLK_PATH_BUF_DEPTH=2
REGTOREGENDPOINT='clk_low.clk_out$_DFFE_PN_'
SYNTHADDERAREAFRAC=0.0374
CRITPATHLAUNCHTYPE='flip-flop'
FIN_WS_NS=2.05
HOLD-WORST-SLACK_NS=0.457
DETAILEDROUTE.FIRSTPASSITERATIONCOUNT=4
SEQ_AREA_FRAC_SYNTH=0.496
WIRE_LENGTH_AFTER_DETAILED_ROUTING_UM=2530
SYNTH_TOP_AREA_SHARE=0.407
REGTOREGSTARTPOINT='clk_low.counter[4]$_SDFF_PN0_'
SLEW_VIOLATIONS=0
CTSRESIZECOUNT=0
GLOBAL_ROUTE.OVERFLOW_TOTAL=0
DRC=0
ENABLE_FLOP_CELLS=5
FINAL-HOLD-VIOLATION-COUNT=0
NFILLCELLS=512
ANT_NETS=0
FINAL_LAYOUT_SIZE_SUFFIX_GT1_FRAC=0.0391
YS.FLOPS=39
POSTCTSHOLDBUFS=0
YS_SH_XOR=0.0994
WIRE_PER_INST_UM=10.2
WORSTHOLDPATHTYPE='reg2reg'
OPENROAD.WARNINGS=26
SYNTH.TOP_CELLS.BY_COUNT='sky130_fd_sc_hd__dfxtp_1 (34), sky130_fd_sc_hd__nor2_1 (21), sky130_fd_sc_hd__xnor2_1 (18)'
ASYNCSETRESETFLOPFRACSYNTH=0
YS_CHIP_AREA_UM2=1670
ROUTE.VIAS.TOTAL=1157
ANTENNADIODECOUNT=0
GRT_PASS1_WL_UM=4370
SIMPLE_GATE_AREA_FRAC=0.250
CTS.ROOT.BUFFER_CELL='sky130_fd_sc_hd__clkbuf_8'
PLACE_WS_NS=2.03
CLOCK_LATENCY_NS=0.27
REQUIRED_NS=4.01
TIMING.CRITICAL_PATH.TO_TYPE='flip-flop'
SYN_TO_FINAL_GROWTH_PCT=10.5
NETLIST-CELL-TYPE-COUNT=33
PLACEDINSTANCEAREA_UM2=1810
REGISTER_PINS_LEFT_WITHOUT_A_CLOCK=12
SYNTH.CELLMIX.COMPOUNDSHARE=0.0456
R2R.WORST_PATH.CELLS=3
COREAREA_UM2=5240
FINISH.UTILIZATION=0.353
MOST_USED_DFF_POST_SYNTH='sky130_fd_sc_hd__dfxtp_1'
UNCONSTRAINED_ENDPOINTS=21
HTREEDEPTH=1
DESIGN.DIE.AREA_UM2=5880
CRIT_PATH_MAX_FANOUT=12
FINALCRITPERIODSHARE=0.499
TOP_LEVEL_PORTS=8
FINALWEIGHTEDCONGESTION=0.812
SYNTH_AREA_PER_CELL_UM2=9.68
SETUP_VIOLATING_ENDPOINT_COUNT_IN_THE_FINAL_REPORT=0
SYNTH.MOST_COMMON_CELL='sky130_fd_sc_hd__dfxtp_1'
POSTCTSSETUPREPAIRBUFS=0
PATH_CLK_SLEW_NS=0.09
DR.FIRST_ITER.DRC_COUNT=31
PWR_DENSITY_CELL_nW_PER_UM2=226
NUM_ROWS=26
FMAXACHIEVABLE_MHz=489
SYNTH.LOGIC.TOP_FAMILY='simple AND/OR/NAND/NOR gates'
R2R_SLACK_NS=2.05
FIN_SETUP_TNS_NS=0
TIMING.FINAL.CRIT_PERIOD_NS=2.05
POST_SYNTH_INST_COUNT=173
DRV.MAX_CAP_VIOLATION_COUNT=0
MAPPEDNETLISTAREA_UM2=1670
CTS_MADE_BUFFERS=3
PORT_BUFS=7
SLEW_MARGIN_REL=0.423
DIEHEIGHT_UM=76.7
SYNTHESIS.YOSYS.WARNINGS=5
ANTENNA_FOUND_INITIAL=0
CRITICALPATHCATEGORY='reg2reg'
ENDPOINT='clk_low.clk_out$_DFFE_PN_'
GLOBALROUTETOTALUTIL=0.0900
GRT_MAX_DEGREE=15
MUX_AREA_FRAC=0.0306
WORST_PIN_SLEW_NS=0.862
CRIT_PATH_FROM='clk_low.counter[4]$_SDFF_PN0_'
P_LEAK_nW=0.608
TOP_CELLS_BY_AREA='sky130_fd_sc_hd__dfxtp_1 (41%), sky130_fd_sc_hd__xnor2_1 (9.4%), sky130_fd_sc_hd__edfxtp_1 (9.0%), sky130_fd_sc_hd__nor2_1 (4.7%), sky130_fd_sc_hd__ha_1 (3.7%)'
CRITICAL_PATH_ARRIVAL_NS=1.95
NUMBER_OF_GLOBAL_ROUTE_VIAS_BEFORE_REPAIR=992
GRT_SETUP_UNREPAIRED='false'
CLOCK_TREE_FROM_TRITONCTS='built'
INITIAL_UTILIZATION=0.320
DRT-VIAS-PER-INSTANCE=4.65
CHIPWIDTH_UM=76.7
RESULT_OF_THE_RUN='completed'
[through the flow]
step	std cells	total power [mW]
after CTS	249	0.423
after detailed placement	245	0.275
final	249	0.418
after floorplan	173	0.272
after global placement	245	0.275
after global routing	249	0.434
[kinds of logic after synthesis]
family	after synthesis
xor+xnor	19
fa+ha+maj	5
buf+inv	16
compound gates	14
simple gates	75
mux	5
flops	39
[worst min-delay path by stage]
stage | startpoint | end | depth (start not counted)
final | clk_low.counter[21]$_SDFF_PN0_ | clk_low.counter[21]$_SDFF_PN0_ | 1
after global routing | clk_low.counter[21]$_SDFF_PN0_ | clk_low.counter[21]$_SDFF_PN0_ | 1
after CTS | clk_low.counter[21]$_SDFF_PN0_ | clk_low.counter[21]$_SDFF_PN0_ | 1
[routing by layer]
| layer | track usage | part of all wire | up-vias |
|---|---|---|---|
| li1 | - | - | 611 |
| met4 | 0.0115 | 0.0032 | 0 |
| met2 | 0.145 | 0.44 | 16 |
| met5 | 0 | 0 | - |
| met1 | 0.138 | 0.53 | 528 |
| met3 | 0.00846 | 0.028 | 2 |
[flip-flops by register name, indices dropped and copies added, names as in the netlist]
signal and cells:
clk_low.clk_out 1, clk_low.counter 26, ctrl.atual 2, dbc1.counter 2, dbc1.debounced_state 1, dbc1.last_debounced_state 1, dbc2.counter 2, dbc2.debounced_state 1
dbc2.last_debounced_state 1, dt.c 2
[report_power, final]
part	switching, mW	internal (mW)	total, mW
logic	0.00169	0.00294	0.00463
clock network	0.0804	0.0695	0.150
registers	0	0.264	0.264
[cell type report]
class                           instances  area [um2]  area share
Clock buffer                            4        45.0      0.0243
Sequential cell                        39         831       0.449
Inverter                               11        41.3      0.0223
Multi-Input combinational cell        118         776       0.419
Timing Repair Buffer                    7        70.1      0.0379
Tap cell                               70        87.6      0.0473
[worst max-delay path, cell delays in order, from the launching register on]
cell and delay (ns):
sky130_fd_sc_hd__dfxtp_1 0.39, sky130_fd_sc_hd__nor4b_1 0.33, sky130_fd_sc_hd__nand4_1 0.23, sky130_fd_sc_hd__nor2_1 0.73
[layout by cell type, fill, tap and decap left out, types with 5 or more instances in the layout]
cell / Yosys / routed
sky130_fd_sc_hd__dfxtp_1: 34 / 34
sky130_fd_sc_hd__nor2_1: 21 / 21
sky130_fd_sc_hd__xnor2_1: 18 / 18
sky130_fd_sc_hd__inv_1: 11 / 11
sky130_fd_sc_hd__nand4_1: 10 / 10
sky130_fd_sc_hd__o21ai_0: 8 / 8
sky130_fd_sc_hd__nand3_1: 8 / 8
sky130_fd_sc_hd__nand2_1: 7 / 7
sky130_fd_sc_hd__clkdlybuf4s50_1: 0 / 7
sky130_fd_sc_hd__and3_1: 5 / 5
sky130_fd_sc_hd__nor4_1: 5 / 5
sky130_fd_sc_hd__ha_1: 5 / 5
sky130_fd_sc_hd__edfxtp_1: 5 / 5
No activity file was given, so power comes from the tool's default toggle rates.
